`run.sh`:
```
#!/bin/bash
# OpenROAD 26Q1-2900-gdf79404cd8, Yosys 0.63+post, stock flow scripts
make -C /OpenROAD-flow-scripts/flow DESIGN_CONFIG=/design/flow/config.mk WORK_HOME=/design/flow/orfs finish
```
`config.mk`:
```
export PLATFORM = sky130hd
export DESIGN_NAME = datapath
export DESIGN_NICKNAME = datapath
export VERILOG_FILES = /design/flow/design.v
export SDC_FILE = /design/flow/constraint.sdc
export NUM_CORES = 4
export LEC_CHECK = 1
export CORE_UTILIZATION = 30
export SYNTH_HDL_FRONTEND = slang
```
`constraint.sdc`:
```
current_design datapath

set clk_period 39.7
set clk_io_pct 0.2

create_clock -name clk0 -period $clk_period [get_ports {clk}]

set non_clock_inputs [all_inputs -no_clocks]
set_input_delay [expr $clk_period * $clk_io_pct] -clock clk0 $non_clock_inputs
set_output_delay [expr $clk_period * $clk_io_pct] -clock clk0 [all_outputs]
```
`design.v`:
```
module adder #(
    parameter N = 64
) (
    input  logic [N-1 : 0] a,
    b,
    output logic [N-1 : 0] y
);
  assign y = a + b;
endmodule
module alu #(
    parameter N = 64
) (
    input logic [N-1 : 0] a,
    b,
    input logic [3 : 0] ALUControl,
    output logic [N-1 : 0] result,
    output logic zero
);
  always_comb begin
    case (ALUControl)
      4'b0000: result = a & b;
      4'b0001: result = a | b;
      4'b0010: result = a + b;
      4'b0110: result = a - b;
      4'b0111: result = b;
      default: result = 0;   
    endcase
    zero = (result === 0);
  end
endmodule
module execute #(
    parameter N = 64
) (
    input logic AluSrc,
    input logic [3 : 0] AluControl,
    input logic [N-1 : 0] PC_E,
    signImm_E,
    readData1_E,
    readData2_E,
    output logic [N-1 : 0] PCBranch_E,
    aluResult_E,
    writeData_E,
    output logic zero_E
);
  logic [N-1 : 0] y0_internal, y1_internal, y2_internal;
  sl #(N) Shif_left_2 (
      .a(signImm_E),
      .y(y0_internal)
  );
  adder #(N) Add (
      .a(PC_E),
      .b(y0_internal),
      .y(PCBranch_E)
  );
  mux2 #(N) MUX (
      .d0(readData2_E),
      .d1(signImm_E),
      .s (AluSrc),
      .y (y1_internal)
  );
  alu #(N) ALU (
      .a(readData1_E),
      .b(y1_internal),
      .ALUControl(AluControl),
      .result(aluResult_E),
      .zero(zero_E)
  );
  assign writeData_E = readData2_E;
endmodule
module fetch #(
    parameter N = 64
) (
    input logic PCSrc_F,
    clk,
    reset,
    input logic [N-1 : 0] PCBranch_F,
    output logic [N-1 : 0] imem_addr_F
);
  logic [N-1 : 0] d_internal, next_instruction_internal, b_internal = 4;
  mux2 #(N) MUX (
      .d0(next_instruction_internal),
      .d1(PCBranch_F),
      .s (PCSrc_F),
      .y (d_internal)
  );
  flopr #(N) PC (
      .clk(clk),
      .reset(reset),
      .d(d_internal),
      .q(imem_addr_F)
  );
  adder #(N) Add (
      .a(imem_addr_F),
      .b(b_internal),
      .y(next_instruction_internal)
  );
endmodule
module flopr #(
    parameter N = 64
) (
    input logic clk,
    reset,
    input logic [N-1 : 0] d,
    output logic [N-1 : 0] q
);
  always_ff @(posedge clk, posedge reset)
    if (reset) q <= 0;
    else q <= d;
endmodule
module mux2 #(
    parameter N = 64
) (
    input logic [N-1 : 0] d0,
    d1,
    input logic s,
    output logic [N-1 : 0] y
);
  assign y = s ? d1 : d0;
endmodule
module regfile #(
    parameter N = 64
) (
    input logic clk,
    we3,
    input logic [4 : 0] ra1,
    ra2,
    wa3,
    input logic [N-1 : 0] wd3,
    output logic [N-1 : 0] rd1,
    rd2
);
  logic [N-1 : 0] X[0 : 31] = '{
      0,
      1,
      2,
      3,
      4,
      5,
      6,
      7,
      8,
      9,
      10,
      11,
      12,
      13,
      14,
      15,
      16,
      17,
      18,
      19,
      20,
      21,
      22,
      23,
      24,
      25,
      26,
      27,
      28,
      29,
      30,
      0
  };
  always_comb begin
    rd1 = (we3 && wa3 !== 31 && wa3 === ra1 ? wd3 : X[ra1]);
    rd2 = (we3 && wa3 !== 31 && wa3 === ra2 ? wd3 : X[ra2]);
  end
  always @(posedge clk) if (we3 && wa3 !== 31) X[wa3] <= wd3;
endmodule
module signext #(
    parameter N = 64
) (
    input  logic [ 31 : 0] a,
    output logic [N-1 : 0] y
);
  always_comb
    casez (a[31 : 21])
      11'b111_1100_0010: y = {{(N - 9) {a[20]}}, a[20 : 12]};   
      11'b111_1100_0000: y = {{(N - 9) {a[20]}}, a[20 : 12]};   
      11'b101_1010_0???: y = {{(N - 19) {a[23]}}, a[23 : 5]};   
      11'b110_1001_0100: y = {{(N - 16) {1'b0}}, a[20 : 5]};   
      11'b110_1001_0101: y = {{(N - 32) {1'b0}}, a[20 : 5], 16'b0};   
      11'b110_1001_0110: y = {{(N - 48) {1'b0}}, a[20 : 5], 32'b0};   
      11'b110_1001_0111: y = {{(N - 64) {1'b0}}, a[20 : 5], 48'b0};   
      default: y = 0;
    endcase
endmodule
module sl #(
    parameter N = 64,
    parameter SHIFT = 2
) (
    input  logic [N-1 : 0] a,
    output logic [N-1 : 0] y
);
  assign y[SHIFT-1 : 0] = {{(SHIFT) {1'b0}}};
  assign y[N-1 : SHIFT] = a[N-SHIFT-1 : 0];
endmodule
module datapath #(parameter N = 64)
					(input logic reset, clk,
					input logic reg2loc,									
					input logic AluSrc,
					input logic [3:0] AluControl,
					input logic	Branch,
					input logic memRead,
					input logic memWrite,
					input logic regWrite,	
					input logic memtoReg,									
					input logic [31:0] IM_readData,
					input logic [N-1:0] DM_readData,
					output logic [N-1:0] IM_addr, DM_addr, DM_writeData,
					output logic DM_writeEnable, DM_readEnable );					
	logic PCSrc;
	logic [N-1:0] PCBranch_E, aluResult_E, writeData_E, writeData3; 
	logic [N-1:0] signImm_D, readData1_D, readData2_D;
	logic zero_E;
	logic [95:0] qIF_ID;
	logic [270:0] qID_EX;
	logic [202:0] qEX_MEM;
	logic [134:0] qMEM_WB;
	fetch 	#(64) 	FETCH 	(.PCSrc_F(PCSrc),
										.clk(clk),
										.reset(reset),
										.PCBranch_F(qEX_MEM[197:134]),
										.imem_addr_F(IM_addr));								
	flopr 	#(96)		IF_ID 	(.clk(clk),
										.reset(reset), 
										.d({IM_addr, IM_readData}),
										.q(qIF_ID));
	decode 	#(64) 	DECODE 	(.regWrite_D(qMEM_WB[134]),
										.reg2loc_D(reg2loc), 
										.clk(clk),
										.writeData3_D(writeData3),
										.instr_D(qIF_ID[31:0]), 
										.signImm_D(signImm_D), 
										.readData1_D(readData1_D),
										.readData2_D(readData2_D),
										.wa3_D(qMEM_WB[4:0]));				
	flopr 	#(271)	ID_EX 	(.clk(clk),
										.reset(reset), 
										.d({AluSrc, AluControl, Branch, memRead, memWrite, regWrite, memtoReg,	
											qIF_ID[95:32], signImm_D, readData1_D, readData2_D, qIF_ID[4:0]}),
										.q(qID_EX));	
	execute 	#(64) 	EXECUTE 	(.AluSrc(qID_EX[270]),
										.AluControl(qID_EX[269:266]),
										.PC_E(qID_EX[260:197]), 
										.signImm_E(qID_EX[196:133]), 
										.readData1_E(qID_EX[132:69]), 
										.readData2_E(qID_EX[68:5]), 
										.PCBranch_E(PCBranch_E), 
										.aluResult_E(aluResult_E), 
										.writeData_E(writeData_E), 
										.zero_E(zero_E));											
	flopr 	#(203)	EX_MEM 	(.clk(clk),
										.reset(reset), 
										.d({qID_EX[265:261], PCBranch_E, zero_E, aluResult_E, writeData_E, qID_EX[4:0]}),
										.q(qEX_MEM));	
	memory				MEMORY	(.Branch_M(qEX_MEM[202]), 
										.zero_M(qEX_MEM[133]), 
										.PCSrc_M(PCSrc));
	assign DM_writeData = qEX_MEM[68:5];
	assign DM_addr = qEX_MEM[132:69];
	assign DM_writeEnable = qEX_MEM[200];
	assign DM_readEnable = qEX_MEM[201];
	flopr 	#(135)	MEM_WB 	(.clk(clk),
										.reset(reset), 
										.d({qEX_MEM[199:198], qEX_MEM[132:69],	DM_readData, qEX_MEM[4:0]}),
										.q(qMEM_WB));
	writeback #(64) 	WRITEBACK (.aluResult_W(qMEM_WB[132:69]), 
										.DM_readData_W(qMEM_WB[68:5]), 
										.memtoReg(qMEM_WB[133]), 
										.writeData3_W(writeData3));		
endmodule
module decode #(parameter N = 64)
					(input logic regWrite_D, reg2loc_D, clk,
					input logic [N-1:0] writeData3_D,
					input logic [31:0] instr_D,
					output logic [N-1:0] signImm_D, readData1_D, readData2_D, 
					input logic [4:0] wa3_D);  
	logic [4:0] ra2;			
	mux2 	#(5) 	ra2mux	(.d0(instr_D[20:16]), .d1(instr_D[4:0]), .s(reg2loc_D), .y(ra2));
	regfile 		registers(.clk(clk), .we3(regWrite_D), .ra1(instr_D[9:5]), .ra2(ra2), .wa3(wa3_D), 
								 .wd3(writeData3_D), .rd1(readData1_D), .rd2(readData2_D));
	signext 		ext		(.a(instr_D), .y(signImm_D));	
endmodule
module memory 	(input logic Branch_M, zero_M,					
					output logic PCSrc_M);
	assign PCSrc_M = Branch_M & zero_M;
endmodule
module writeback #(parameter N = 64)
					(input logic [N-1:0] aluResult_W, DM_readData_W,
					input logic memtoReg,
					output logic [N-1:0] writeData3_W);					
	mux2 #(64) MtoRmux (.d0(aluResult_W), .d1(DM_readData_W), .s(memtoReg), .y(writeData3_W));
endmodule
```
==> deck_impl_summary.md <==
Run Summary

Global route
  • Largest net degree at the start of global routing: ~120
  • Number of global-route vias before repair: 85.2k
  • First-pass GRT wire length: 616000 µm
  • Initial antenna violation count: 22
  • Global route total overflow: 0
  • Total Routing Usage GR: 0.211

Drt
  • Met1 WL: 129000 µm
  • Initial DRC Count: 5820
  • Routed vias: 77.6k
  • Drt drc: 0
  • Final antenna-violating net count: 0
  • Met3 wire length: 76300 µm
  • TritonRoute pass-1 iters: 24
  • Vias/cell: ~5.5
  • Total Wirelength: 434000 µm
  • Highest metal used: met5
  • WL per Instance: just over 30 µm
  • Wire length on met2: slightly above 200000 µm

Worst setup path
  • RR Startpoint: ID_EX.q[270]$_DFF_PP0_
  • CP max FO: 35
  • R2R depth: 23
  • Startpoint types: input pin
  • Required @ worst endpoint: 40410 ps
  • WP data arrival: between 10000 and 15000 ps
  • Worst r2r dst: EX_MEM.q[133]$_DFF_PP0_
  • Crit Path Category: in -> reg
  • Minimum setup slack among reg-to-reg paths: 30860 ps
  • CP endpoint kind: flip-flop

Layout
  • Synth-to-Final Area Change: 15.4%
  • # fillers: just under 40k
  • Layout cell share with drive strength beyond 1: 0.239
  • Layout Utilization: 0.348

Floorplan
  • Die H: between 600 and 700 µm
  • Die ar.: ~0.43 mm²
  • Die extent in x: 659 µm
  • I/O pins: 303
  • Initial Util: 0.301
  • Row count: 241
  • Core area: 0.431 mm²

STA
  • RSZ-0062 raised after global routing: no
  • F_max: roughly 75 MHz
  • Worst slew pin tran: 1350 ps
  • Post-route setup slack: 26360 ps
  • Minimum clock period after layout: 13340 ps
  • Period utilization: 0.336
  • Final-report setup violation count: 0
  • Final setup skew: 76.9 ps
  • Rel. slew slack: 0.0929
  • Setup TNS Final: 0 ps
  • Fin. Hold Viols: 0
  • Hold slack: about 340 ps
  • Slew Viols, Final: 0

Synthesis
  • Distinct lib cells: 89
  • Mapped Area: about 0.13 mm²
  • Yosys stat chip area: between 0.1 and 0.15 mm²
  • Dominant Register Cell: edfxtp_1
  • Synth Instances: 7869
  • Post-synth regs: 2817
  • Synth Area per Inst: 16.5 µm²
  • Number of cells in Yosys stat: about 7.9k
  • Seq share, synth: 0.623
  • Post-synth ARST share: 0.273
  • Synthesis Warnings: 0
  • EDFF count, synth: about 2k

Clocking
  • Clock-pin slew on the worst setup and hold paths: 60 ps
  • Post-CTS setup buffer count: 0
  • Inserted Clock Buffers: 287
  • Clk ins delay skew pair: 900 ps
  • CTS resizes: 0
  • Clk root buf: clkbuf_16
  • Clock Path Buffers: 4
  • TritonCTS clock tree: yes
  • Post-cts hold-fix buffer tally: 0
  • CTS Sinks: 2817
  • H-Tree Depth: 5

Run status
  • Status: finished, final reports clean

Power
  • VDD IR max: 0.0307 mV
  • Pwr Density: between 40 and 50 mW/mm²
  • Sw Share: 0.254
  • Clock power frac: 0.395
  • Leakage Power: 0.0535 µW
  • Internal power: 5270 µW
  • Comb power frac: 0.124
  • Net Switching: 1800 µW
  • Sequential Power Share: 0.482

Placed design
  • Detailed Place HPWL: 273000 µm
  • Pre-CTS setup slack: roughly 25000 ps
  • I/O Buffers: 302
  • GP Congestion: 0.945

Hold path
  • Hold depth: 0
  • Worst Hold Launch: IF_ID.q[79]$_DFF_PP0_
  • WHS Endpoint: ID_EX.q[244]$_DFF_PP0_
  • Worst hold path type: reg -> reg

Job
  • Max_cap viols: 0
  • Tool warning count: 31
final cells by class:
class / instances / area [µm²] / share of cell area
Multi-Input combinational cell: 4372 / 46200 / 0.309
Sequential cell: 2817 / 80800 / 0.540
Tap cell: 5710 / 7140 / 0.0477
Inverter: 108 / 413 / 0.00276
Antenna cell: 14 / 35.0 / 0.000234
Timing Repair Buffer: 606 / 5490 / 0.0367
Clock inverter: 135 / 1630 / 0.0109
Clock buffer: 375 / 7970 / 0.0533
sequential cells by signal (all words and copies together) (netlist names):
register and count:
DECODE.registers.X 2048, MEM_WB.q 135, FETCH.PC.q 64, ID_EX.q 271, EX_MEM.q 203, IF_ID.q 96
kinds of logic after synthesis:
logic type / count (synthesis) / share of synthesized area
buffers and inverters: 743 / 0.0255
DFF: 2817 / 0.623
xor gates and xnor gates: 242 / 0.0163
adders and majority gates: 132 / 0.0128
other: 1 / 0.0000289
and+or+nand+nor: 1551 / 0.0551
muxes: 1365 / 0.217
AOI/OAI and AO/OA: 1018 / 0.0507
layer usage:
metal,vias to the layer above,track usage
met3,949,0.166
met5,-,0.0196
met2,5675,0.324
met4,37,0.0829
li1,31800,-
met1,39100,0.209
worst max path at each step:
stage         cells past startpoint    start                    end
CTS                              14  reg2loc  ID_EX.q[50]$_DFF_PP0_
global route                     14  reg2loc  ID_EX.q[50]$_DFF_PP0_
finish                           14  reg2loc  ID_EX.q[50]$_DFF_PP0_
synthesized netlist by cell type, types with 54 or more instances:
cell type / n / area share
ha_1: 128 / 0.012
mux2i_1: 184 / 0.014
a21o_1: 120 / 0.0069
a21oi_1: 256 / 0.0099
nand3_1: 174 / 0.0067
nor3_1: 54 / 0.0021
o21ai_0: 212 / 0.0082
nand2_1: 755 / 0.022
buf_4: 134 / 0.0078
xor2_1: 103 / 0.0070
nor2_1: 212 / 0.0061
a311oi_1: 66 / 0.0045
nor2b_1: 83 / 0.0040
xnor2_1: 139 / 0.0094
a31oi_1: 72 / 0.0035
buf_1: 104 / 0.0030
mux4_2: 1152 / 0.20
a211oi_1: 90 / 0.0052
and3_1: 89 / 0.0043
inv_1: 108 / 0.0031
clkbuf_1: 387 / 0.011
edfxtp_1: 2048 / 0.47
dfrtp_1: 769 / 0.15
layout by cell type, fill, tap and decap left out, types with 21 or more instances in the layout:
| cell | instances |
|---|---|
| edfxtp_1 | 2048 |
| mux4_2 | 1152 |
| dfrtp_1 | 762 |
| nand2_1 | 754 |
| clkdlybuf4s50_1 | 302 |
| clkbuf_16 | 294 |
| buf_4 | 289 |
| a21oi_1 | 256 |
| o21ai_0 | 212 |
| nor2_1 | 180 |
| mux2i_1 | 176 |
| nand3_1 | 173 |
| xnor2_1 | 139 |
| ha_1 | 128 |
| a21o_1 | 120 |
| inv_1 | 107 |
| xor2_1 | 103 |
| a211oi_1 | 90 |
| and3_1 | 89 |
| nor2b_1 | 83 |
| a31oi_1 | 72 |
| a311oi_1 | 66 |
| conb_1 | 64 |
| nor3_1 | 53 |
| clkbuf_1 | 50 |
| clkinv_2 | 42 |
| nand4_1 | 39 |
| nor2_4 | 31 |
| bufinv_16 | 31 |
| clkbuf_8 | 31 |
| mux2_2 | 27 |
| o22ai_1 | 23 |
| o21bai_1 | 21 |
through the flow:
stage	total power [µW]	std cells	cell area, µm²
after detailed placement	4330	13600	140000
after floorplan	3960	7932	130000
after CTS	7110	14100	150000
after global routing	7290	14100	150000
after global placement	4330	13600	140000
final	7070	14100	150000
power groups by stage:
stage | Clock [µW] | Combinational (µW) | Sequential, µW
final | 2790 | 874 | 3400
after global routing | 2940 | 942 | 3410
after CTS | 2830 | 873 | 3400
worst max-delay path, cell delays in order:
cell and delay, ps:
clkdlybuf4s50_1 460, buf_4 280, mux2i_4 760, buf_4 620, buf_4 650, buf_4 680, buf_4 690, buf_4 590
mux4_2 570, nand2_1 90, and3_1 170, a311oi_1 60, a31oi_1 200, mux2i_1 100
Power is estimated from default activity; no workload was simulated.
