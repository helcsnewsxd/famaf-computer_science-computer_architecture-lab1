==> flow/design.v <==
module imem #(
    parameter N = 32
) (
    input  logic [  7 : 0] addr,
    output logic [N-1 : 0] q
);
  logic [N-1 : 0] ROM[0 : 255] = '{
      32'hf8000001,
      32'hf8008002,
      32'hf8000203,
      32'h8b050083,
      32'h8b1f03ff,
      32'h8b1f03ff,
      32'hf8018003,
      32'hcb050083,
      32'h8b1f03ff,
      32'h8b1f03ff,
      32'hf8020003,
      32'hcb0a03e4,
      32'h8b1f03ff,
      32'h8b1f03ff,
      32'hf8028004,
      32'h8b040064,
      32'h8b1f03ff,
      32'h8b1f03ff,
      32'hf8030004,
      32'hcb030025,
      32'h8b1f03ff,
      32'h8b1f03ff,
      32'hf8038005,
      32'h8a1f0145,
      32'h8b1f03ff,
      32'h8b1f03ff,
      32'hf8040005,
      32'h8a030145,
      32'h8b1f03ff,
      32'h8b1f03ff,
      32'hf8048005,
      32'h8a140294,
      32'h8b1f03ff,
      32'h8b1f03ff,
      32'hf8050014,
      32'haa1f0166,
      32'h8b1f03ff,
      32'h8b1f03ff,
      32'hf8058006,
      32'haa030166,
      32'h8b1f03ff,
      32'h8b1f03ff,
      32'hf8060006,
      32'hf840000c,
      32'h8b1f03ff,
      32'h8b1f03ff,
      32'h8b1f0187,
      32'h8b1f03ff,
      32'h8b1f03ff,
      32'hf8068007,
      32'hf807000c,
      32'h8b0e01bf,
      32'hf807801f,
      32'hb40000a0,
      32'h8b1f03ff,
      32'h8b1f03ff,
      32'h8b1f03ff,
      32'hf8080015,
      32'hf8088015,
      32'h8b0103e2,
      32'h8b1f03ff,
      32'h8b1f03ff,
      32'hcb010042,
      32'h8b0103f8,
      32'h8b1f03ff,
      32'h8b1f03ff,
      32'hf8090018,
      32'h8b080000,
      32'hb4ffff42,
      32'h8b1f03ff,
      32'h8b1f03ff,
      32'h8b1f03ff,
      32'hf809001e,
      32'h8b1e03de,
      32'hcb1503f5,
      32'h8b1f03ff,
      32'h8b1403de,
      32'h8b1f03ff,
      32'h8b1f03ff,
      32'hf85f83d9,
      32'h8b1e03de,
      32'h8b1f03ff,
      32'h8b1f03ff,
      32'h8b1003de,
      32'h8b1f03ff,
      32'h8b1f03ff,
      32'hf81f83d9,
      32'hd29ffffd,
      32'h8b1f03ff,
      32'h8b1f03ff,
      32'hf80003dd,
      32'hd2bffffd,
      32'h8b1f03ff,
      32'h8b1f03ff,
      32'hf80083dd,
      32'hd2dffffd,
      32'h8b1f03ff,
      32'h8b1f03ff,
      32'hf80103dd,
      32'hd2fffffd,
      32'h8b1f03ff,
      32'h8b1f03ff,
      32'hf80183dd,
      32'hb400001f,
      32'h00000000,
      32'h00000000,
      32'h00000000,
      32'h00000000,
      32'h00000000,
      32'h00000000,
      32'h00000000,
      32'h00000000,
      32'h00000000,
      32'h00000000,
      32'h00000000,
      32'h00000000,
      32'h00000000,
      32'h00000000,
      32'h00000000,
      32'h00000000,
      32'h00000000,
      32'h00000000,
      32'h00000000,
      32'h00000000,
      32'h00000000,
      32'h00000000,
      32'h00000000,
      32'h00000000,
      32'h00000000,
      32'h00000000,
      32'h00000000,
      32'h00000000,
      32'h00000000,
      32'h00000000,
      32'h00000000,
      32'h00000000,
      32'h00000000,
      32'h00000000,
      32'h00000000,
      32'h00000000,
      32'h00000000,
      32'h00000000,
      32'h00000000,
      32'h00000000,
      32'h00000000,
      32'h00000000,
      32'h00000000,
      32'h00000000,
      32'h00000000,
      32'h00000000,
      32'h00000000,
      32'h00000000,
      32'h00000000,
      32'h00000000,
      32'h00000000,
      32'h00000000,
      32'h00000000,
      32'h00000000,
      32'h00000000,
      32'h00000000,
      32'h00000000,
      32'h00000000,
      32'h00000000,
      32'h00000000,
      32'h00000000,
      32'h00000000,
      32'h00000000,
      32'h00000000,
      32'h00000000,
      32'h00000000,
      32'h00000000,
      32'h00000000,
      32'h00000000,
      32'h00000000,
      32'h00000000,
      32'h00000000,
      32'h00000000,
      32'h00000000,
      32'h00000000,
      32'h00000000,
      32'h00000000,
      32'h00000000,
      32'h00000000,
      32'h00000000,
      32'h00000000,
      32'h00000000,
      32'h00000000,
      32'h00000000,
      32'h00000000,
      32'h00000000,
      32'h00000000,
      32'h00000000,
      32'h00000000,
      32'h00000000,
      32'h00000000,
      32'h00000000,
      32'h00000000,
      32'h00000000,
      32'h00000000,
      32'h00000000,
      32'h00000000,
      32'h00000000,
      32'h00000000,
      32'h00000000,
      32'h00000000,
      32'h00000000,
      32'h00000000,
      32'h00000000,
      32'h00000000,
      32'h00000000,
      32'h00000000,
      32'h00000000,
      32'h00000000,
      32'h00000000,
      32'h00000000,
      32'h00000000,
      32'h00000000,
      32'h00000000,
      32'h00000000,
      32'h00000000,
      32'h00000000,
      32'h00000000,
      32'h00000000,
      32'h00000000,
      32'h00000000,
      32'h00000000,
      32'h00000000,
      32'h00000000,
      32'h00000000,
      32'h00000000,
      32'h00000000,
      32'h00000000,
      32'h00000000,
      32'h00000000,
      32'h00000000,
      32'h00000000,
      32'h00000000,
      32'h00000000,
      32'h00000000,
      32'h00000000,
      32'h00000000,
      32'h00000000,
      32'h00000000,
      32'h00000000,
      32'h00000000,
      32'h00000000,
      32'h00000000,
      32'h00000000,
      32'h00000000,
      32'h00000000,
      32'h00000000,
      32'h00000000,
      32'h00000000,
      32'h00000000,
      32'h00000000,
      32'h00000000
  };
  always_comb q = ROM[addr];
endmodule
==> flow/run.sh <==
#!/bin/bash
# OpenROAD 26Q1-2900-gdf79404cd8, Yosys 0.63+post, stock flow scripts
make -C /OpenROAD-flow-scripts/flow DESIGN_CONFIG=/design/flow/config.mk WORK_HOME=/design/flow/orfs finish
==> flow/config.mk <==
export PLATFORM = sky130hd
export DESIGN_NAME = imem
export DESIGN_NICKNAME = imem
export VERILOG_FILES = /design/flow/design.v
export SDC_FILE = /design/flow/constraint.sdc
export NUM_CORES = 4
export LEC_CHECK = 1
export CORE_UTILIZATION = 30
export SYNTH_HDL_FRONTEND = slang
export SYNTH_MEMORY_MAX_BITS = 65536
==> flow/constraint.sdc <==
current_design imem

set clk_period 4.0
set clk_io_pct 0.2

create_clock -name clk0 -period $clk_period

set non_clock_inputs [all_inputs -no_clocks]
set_input_delay [expr $clk_period * $clk_io_pct] -clock clk0 $non_clock_inputs
set_output_delay [expr $clk_period * $clk_io_pct] -clock clk0 [all_outputs]
==> impl_metrics.prom <==
# HELP chip_impl_metric Yosys and OpenROAD flow results
# TYPE chip_impl_metric gauge
chip_impl_info{name="run_status",value="complete, no violations"} 1
chip_impl_metric{name="detail_route.iter0.violations",unit=""} 317
chip_impl_metric{name="place_hpwl",unit="µm"} 8600
chip_impl_metric{name="syn_area_per_cell",unit="µm²"} 6.17
chip_impl_metric{name="routedWlPerCell",unit="µm"} 20.6
chip_impl_metric{name="initial_utilization",unit=""} 0.314
chip_impl_metric{name="timing_worst_slew_pin_value",unit="ns"} 0.549
chip_impl_metric{name="cellPowerDensity",unit="mW/mm²"} 119
chip_impl_metric{name="hold_viol_final",unit=""} 0
chip_impl_metric{name="synth_sequential_area_ratio",unit=""} 0
chip_impl_info{name="cp-start-kind",value="primary input"} 1
chip_impl_metric{name="period_minus_slack",unit="ns"} 3.92
chip_impl_metric{name="die_height",unit="µm"} 92.6
chip_impl_info{name="whs_endpoint",value="q[21]"} 1
chip_impl_info{name="top_cell",value="sky130_fd_sc_hd__nand2_1"} 1
chip_impl_metric{name="worst_path_max_stage_delay",unit="ns"} 0.49
chip_impl_metric{name="path_max_fanout",unit=""} 4
chip_impl_metric{name="max-slew-margin-rel",unit=""} 0.633
chip_impl_metric{name="post_synthesis_cell_count",unit=""} 399
chip_impl_info{name="worstHoldStart",value="addr[4]"} 1
chip_impl_metric{name="largest_net_degree_at_the_start_of_global_routing",unit=""} 31
chip_impl_metric{name="yosys-stat-area",unit="mm²"} 0.00246
chip_impl_metric{name="layout.sequential_cells",unit=""} 0
chip_impl_metric{name="gr-total-overflow",unit=""} 0
chip_impl_metric{name="io_pins",unit=""} 40
chip_impl_metric{name="cap_viol_max_count",unit=""} 0
chip_impl_metric{name="worst_ir_drop_vdd",unit="V"} 0.0000493
chip_impl_metric{name="num-clock-buffers",unit=""} 0
chip_impl_metric{name="ys.warnings.count",unit=""} 0
chip_impl_info{name="cp_cell_sequence",value="clkdlybuf4s50_1 > inv_2 > buf_4 > ha_1 > nor2_1 > nor2_1 > o22ai_1 > a21oi_1 > a211oi_1 > clkdlybuf4s50_1"} 1
chip_impl_metric{name="ys_cells",unit=""} 399
chip_impl_metric{name="drt-vias-per-instance",unit=""} 6.34
chip_impl_metric{name="area_delta_synth_final",unit="%"} 30.0
chip_impl_metric{name="chipWidth",unit="µm"} 92.6
chip_impl_metric{name="critical_path_buf_inv_count",unit=""} 4
chip_impl_metric{name="post-route-drc-count",unit=""} 0
chip_impl_metric{name="antenna-diode-count",unit=""} 0
chip_impl_metric{name="gp_congestion",unit=""} 1.05
chip_impl_metric{name="warnings",unit=""} 40
chip_impl_metric{name="firstDrtPassIters",unit=""} 5
chip_impl_metric{name="netlist_area",unit="mm²"} 0.00246
chip_impl_info{name="start_to_end_type_of_the_worst_setup_path",value="primary input to output pin"} 1
chip_impl_metric{name="timing.critical_path.required",unit="ns"} 3.20
chip_impl_metric{name="p_total",unit="µW"} 381
chip_impl_metric{name="routed_wl",unit="µm"} 11400
chip_impl_metric{name="placementRows",unit=""} 32
chip_impl_metric{name="core_box_area",unit="mm²"} 0.00785
chip_impl_info{name="yosys.area.top_type",value="sky130_fd_sc_hd__a21oi_1"} 1
chip_impl_info{name="worst_path_dominant_cell_family",value="buffers and inverters"} 1
chip_impl_metric{name="setup_fix_buffers_added_after_clock_tree_synthesis",unit=""} 0
chip_impl_metric{name="route.vias.total",unit=""} 3511
chip_impl_metric{name="sequential_cell_area",unit="µm²"} 0
chip_impl_metric{name="gr-usage-all-layers",unit=""} 0.270
chip_impl_metric{name="fmaxAchievable",unit="GHz"} 0.255
chip_impl_metric{name="timing.hold.worst_path_depth",unit=""} 4
chip_impl_metric{name="fin_crit_sh",unit=""} 0.980
chip_impl_info{name="synthTopCellsByArea",value="sky130_fd_sc_hd__a21oi_1 9.3%, sky130_fd_sc_hd__nand2_1 8.1%, sky130_fd_sc_hd__a211oi_1 4.9%, sky130_fd_sc_hd__buf_4 4.9%, sky130_fd_sc_hd__o21ai_0 4.7%"} 1
chip_impl_info{name="timing.critical_path.slowest_stage_cell",value="sky130_fd_sc_hd__clkdlybuf4s50_1"} 1
chip_impl_metric{name="drt.antenna.violating_nets",unit=""} 0
chip_impl_metric{name="worstPathArrival",unit="ns"} 3.12
chip_impl_metric{name="count_of_final_setup_violators",unit=""} 0
chip_impl_metric{name="grt_pass1_wl",unit="µm"} 17700
chip_impl_metric{name="placement.io_buffers",unit=""} 40
chip_impl_info{name="hold_path.class",value="primary input to output pin"} 1
chip_impl_metric{name="fp.dieArea",unit="mm²"} 0.00857
chip_impl_metric{name="grt_antenna_before_repair",unit=""} 0
chip_impl_metric{name="synth.lib_cells_used.distinct",unit=""} 69
chip_impl_metric{name="maxSlewViolCount",unit=""} 0
chip_impl_metric{name="cts_resized",unit=""} 0
chip_impl_metric{name="hold_buffers",unit=""} 0
chip_impl_metric{name="post_route_cells_drive_above_1_share",unit=""} 0.219
chip_impl_metric{name="power.leakage",unit="nW"} 1.24
chip_impl_metric{name="first_global_vias",unit=""} 3219
chip_impl_metric{name="synth_largest_type_area_fraction",unit=""} 0.0935
chip_impl_info{name="cp-end-kind",value="output pin"} 1
chip_impl_info{name="common_cells",value="53 x sky130_fd_sc_hd__nand2_1, 46 x sky130_fd_sc_hd__a21oi_1, 30 x sky130_fd_sc_hd__nor2_1"} 1
chip_impl_info{name="rsz0062_at_grt",value="true"} 1
chip_impl_metric{name="post-route-util",unit=""} 0.408
==> layer usage <==
layer	vias to the layer above	part of all wire	global-route usage
met5	-	0	0
met4	0	0.050	0.116
met3	51	0.11	0.0443
met2	262	0.43	0.410
met1	1609	0.41	0.374
li1	1589	-	-
==> per-stage QoR <==
stage | instances | setup TNS (ns) | hold WS, ns | instance area (µm²) | setup slack, ns
floorplan | 399 | 0 | 1.80 | 2460 | 1.02
finish | 554 | 0 | 2.37 | 3200 | 0.0785
detailed placement | 554 | 0 | 2.36 | 3140 | 0.00470
global placement | 554 | -0.00911 | 2.36 | 3140 | -0.00911
global route | 554 | -0.0960 | 2.45 | 3200 | -0.0486
CTS | 554 | 0 | 2.37 | 3140 | 0.00396
==> placed cells by master, fill, tap and decap left out, types with 4 or more instances in the layout <==
cell type                         Yosys  layout
sky130_fd_sc_hd__a211oi_1            16      13
sky130_fd_sc_hd__o31ai_1              4       4
sky130_fd_sc_hd__inv_2                3       5
sky130_fd_sc_hd__nor2_1              30      30
sky130_fd_sc_hd__mux2i_1             10      10
sky130_fd_sc_hd__buf_4               16      62
sky130_fd_sc_hd__o21ai_0             23      20
sky130_fd_sc_hd__a21oi_1             46      44
sky130_fd_sc_hd__a22oi_1              4       4
sky130_fd_sc_hd__a21o_1               6       6
sky130_fd_sc_hd__a211oi_2             2       5
sky130_fd_sc_hd__clkdlybuf4s50_1      0      36
sky130_fd_sc_hd__ha_1                 8       6
sky130_fd_sc_hd__nor2b_1              8       6
sky130_fd_sc_hd__nand3_1             12      12
sky130_fd_sc_hd__nand2_1             53      51
sky130_fd_sc_hd__o21ai_1              7      10
sky130_fd_sc_hd__o211ai_1            10      10
sky130_fd_sc_hd__nand2b_1            12      11
sky130_fd_sc_hd__o22ai_1              8       8
sky130_fd_sc_hd__nor3_1              12      11
sky130_fd_sc_hd__a31oi_1             10      10
==> cells by family (layout without fill, tap and decap cells) <==
family / count (synthesis) / in the layout / share of synthesized area
XOR/XNOR: 1 / 1 / 0.00356
multiplexers: 13 / 13 / 0.0554
adder cells (fa/ha/maj): 8 / 8 / 0.0407
buffers and inverters: 59 / 112 / 0.150
AND/OR/NAND/NOR: 150 / 150 / 0.297
AND-OR/OR-AND: 168 / 168 / 0.453
==> worst max path at each step <==
stage / depth (start not counted) / startpoint / slack, ns / end
4_1_cts: 9 / addr[1] / 0.004 / q[25]
5_1_grt: 10 / addr[0] / -0.05 / q[19]
6_report: 10 / addr[0] / 0.08 / q[24]
==> report_power, final <==
part           switching, mW  internal (mW)  leakage [nW]
clock                      0              0             0
sequential                 0              0             0
combinational          0.211          0.169          1.24
==> final cells by class <==
cell class | count | area [µm²]
Tap cell | 102 | 128
Timing Repair Buffer | 105 | 905
Multi-Input combinational cell | 340 | 2140
Inverter | 7 | 26.3
Fill cell | 871 | 4650
Power figures rest on the tool's default switching activity, not on a simulated workload.
