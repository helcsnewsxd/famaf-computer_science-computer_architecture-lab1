<file path="./config.mk">
export PLATFORM = sky130hd
export DESIGN_NAME = mux4
export DESIGN_NICKNAME = mux4
export VERILOG_FILES = /design/flow/design.v
export SDC_FILE = /design/flow/constraint.sdc
export NUM_CORES = 4
export LEC_CHECK = 1
export CORE_AREA = 10 10 131 131
export DIE_AREA = 0 0 141 141
export SYNTH_HDL_FRONTEND = slang
</file>
<file path="./constraint.sdc">
current_design mux4

set clk_period 1.1
set clk_io_pct 0.2

create_clock -name clk0 -period $clk_period

set non_clock_inputs [all_inputs -no_clocks]
set_input_delay [expr $clk_period * $clk_io_pct] -clock clk0 $non_clock_inputs
set_output_delay [expr $clk_period * $clk_io_pct] -clock clk0 [all_outputs]
</file>
<file path="./design.v">
module mux2 #(
    parameter N = 64
) (
    input logic [N-1 : 0] d0,
    d1,
    input logic s,
    output logic [N-1 : 0] y
);
  assign y = s ? d1 : d0;
endmodule
module mux4 #(
    parameter N = 64
) (
    input logic [N-1 : 0] d0,
    d1,
    d2,
    d3,
    input logic [1:0] s,
    output logic [N-1 : 0] y
);
  logic [N-1 : 0] aux_y1, aux_y2;
  mux2 #(N) mux2_1 (
      .d0(d0),
      .d1(d1),
      .s (s[0]),
      .y (aux_y1)
  );
  mux2 #(N) mux2_2 (
      .d0(d2),
      .d1(d3),
      .s (s[0]),
      .y (aux_y2)
  );
  mux2 #(N) mux2_3 (
      .d0(aux_y1),
      .d1(aux_y2),
      .s (s[1]),
      .y (y)
  );
endmodule
</file>
<file path="./run.sh">
#!/bin/bash
# OpenROAD 26Q1-2900-gdf79404cd8, Yosys 0.63+post, stock flow scripts
make -C /OpenROAD-flow-scripts/flow DESIGN_CONFIG=/design/flow/config.mk WORK_HOME=/design/flow/orfs finish
</file>
==> flow_metrics.env <==
# yosys + openroad results
export IMPL_drcViolationCount=0
export IMPL_vdd_ir_drop_max_mv=0.0947
export IMPL_grt_pass1_vias=2818
export IMPL_clock_buffers=0
export IMPL_layout_cells_non_filler=600
export IMPL_fin_ws_ps=-354
export IMPL_status="finished with violations"
export IMPL_met3_usage_pct=5.49
export IMPL_cp_slowest_cell="mux4_2"
export IMPL_worst_pin_slew_ps=166
export IMPL_holdPathEnd="y[53]"
export IMPL_syn_area_per_cell_um2=20.8
export IMPL_ant_nets=0
export IMPL_grtUsageMet1_pct=14.9
export IMPL_gp_congestion=0.885
export IMPL_pre_cts_ws_ps=-831
export IMPL_antenna_found_initial=4
export IMPL_worstPathRequired_ps=880
export IMPL_max_freq_mhz=688
export IMPL_grtUsageMet2_pct=23.7
export IMPL_finalHoldViolations=0
export IMPL_failed_checks="setup timing"
export IMPL_worstHoldStart="d2[53]"
export IMPL_end_kind="output pin"
export IMPL_grt_max_degree=28
export IMPL_cp_start_kind="input port"
export IMPL_power_density_mw_per_mm2=347
export IMPL_yosys_area_mm2=0.00162
export IMPL_track_usage_pct=13.1
export IMPL_cp_top_family="buffers and inverters"
export IMPL_fillerInstances=1504
export IMPL_finalPower_uw=1690
export IMPL_period_minus_slack_ps=1450
export IMPL_place_hpwl_um=11700
export IMPL_routed_wl_um=13900
export IMPL_grt_overflow_total=0
export IMPL_first_pass_iters=3
export IMPL_initial_utilization_pct=11.3
export IMPL_flops=0
export IMPL_finalCritPeriodShare_pct=132
export IMPL_cap_viol_max_count=0
export IMPL_yosys_top_cells_area="mux4_2 83%, buf_12 7.4%, mux4_1 6.5%, buf_2 1.9%, buf_6 0.69%"
export IMPL_tool_warnings=35
export IMPL_crit_chain="clkdlybuf4s50_1 > mux4_2 > buf_6"
export IMPL_drive_gt1_share_pct=38.0
export IMPL_cpPeakStageDelay_ps=480
export IMPL_leakagePower_uw=0.00221
export IMPL_dieArea_mm2=0.0199
export IMPL_path_max_fanout=1
export IMPL_path_class="input port to output pin"
export IMPL_holdBufCountCts=0
export IMPL_place_port_buffers=322
export IMPL_slew_headroom_pct=88.9
export IMPL_num_vias=2474
export IMPL_hold_depth=3
export IMPL_die_y_um=141
export IMPL_grt_pass1_wl_um=19500
export IMPL_synthCells=78
export IMPL_critPathBufInv=2
export IMPL_ff_latch_area_um2=0
export IMPL_layout_cells_most_common="dlygate4sd2_1"
export IMPL_vias_per_cell=4.12
export IMPL_ys_cells=78
export IMPL_chipWidth_um=141
export IMPL_drt_iter0_drc=37
export IMPL_top_area_cell="mux4_2"
export IMPL_comb_area_mm2=0.00144
export IMPL_yosys_warnings=0
export IMPL_setup_viol=64
export IMPL_cp_arrival_ps=1230
export IMPL_hp_class="input port to output pin"
export IMPL_rsz0062_at_grt="true"
export IMPL_place_inst=578
export IMPL_core_area_mm2=0.0144
export IMPL_most_common_layout_cells="187 x dlygate4sd2_1, 64 x mux4_2, 64 x clkdlybuf4s50_1, 57 x buf_2, 17 x buf_6"
export IMPL_netlist_area_leader_share_pct=83.3
export IMPL_rows=44
export IMPL_final_max_slew_viol_count=0
export IMPL_grt_busiest_layer="met2"
export IMPL_ys_seq_share_pct=0
export IMPL_routedWlPerCell_um=23.1
export IMPL_io_pin_count=322
export IMPL_area_delta_synth_final_pct=199
export IMPL_synthDistinctLibCells=6
export IMPL_syn_area_mm2=0.00162
==> power breakdown <==
group           leakage, µW  internal, µW  switching [µW]
clock network  0.0000000190      0.000365               0
registers                 0             0               0
logic               0.00221          1250             436
==> how the worst max path moves through the flow <==
stage	startpoint	endpoint	cells after the start
after global routing	s[0]	y[7]	5
after CTS	s[0]	y[7]	5
final	d2[7]	y[7]	3
==> per-stage QoR <==
step / cell area, µm² / setup TNS (ps) / util (%) / hold slack [ps]
after floorplan: 1630 / -4420 / - / 599
after global placement: 5010 / -44780 / 34.8 / 1420
after detailed placement: 5010 / -44700 / 34.8 / 1420
after CTS: 4810 / -18090 / 33.4 / 924
after global routing: 4860 / -19370 / 33.7 / 878
final: 4860 / -17130 / 33.7 / 853
==> cells by family (layout without fill, tap and decap cells) <==
family                 after synthesis  after routing  share of synthesized area, %
other                                0              3                             0
buffers and inverters               14            349                          10.3
multiplexers                        64             64                          89.7
==> synthesized netlist by cell type <==
library cell,number
clkbuf_2,1
buf_12,6
mux4_2,60
mux4_1,4
buf_2,6
buf_6,1
==> per-layer routing <==
layer	wire [µm]	up-vias
li1	-	1094
met1	4930	1195
met2	7340	179
met3	1530	4
met4	48	2
met5	13	-
==> cell type report <==
| type | instances | area share, % |
|---|---|---|
| antenna | 3 | 0.154 |
| multi-input combinational | 64 | 29.7 |
| tap | 184 | 4.74 |
| timing repair buffer | 349 | 65.4 |
==> tightest hold or removal path, cell delays in order <==
cell and delay [ps]:
dlymetal6s2s_1 90, mux4_2 220, buf_2 110
==> timing repair <==
action | in CTS | in global routing
buffers inserted | 11 | 2
resized | 433 | 7
setup endpoints to repair | 64 | 64
gates cloned | 6 | 0
Power and IR drop assume default switching activity.
